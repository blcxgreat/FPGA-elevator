File: flow/design.v
module comparator(A, B, result);
   input logic [9:0] A;
	input logic [9:0] B;
	output logic result;
	assign result = (A > B);
endmodule
module comparator_testbench();
   logic [9:0] A,B;
	logic result;
	initial begin
   A = {1010101010};
	B = {0000010110};
   end
	comparator h (A, B, result);
endmodule
File: flow/run.sh
#!/bin/bash
# OpenROAD 26Q1-2900-gdf79404cd8, Yosys 0.63+post, stock flow scripts
make -C /OpenROAD-flow-scripts/flow DESIGN_CONFIG=/design/flow/config.mk WORK_HOME=/design/flow/orfs finish
File: flow/config.mk
export PLATFORM = sky130hd
export DESIGN_NAME = comparator
export DESIGN_NICKNAME = comparator
export VERILOG_FILES = /design/flow/design.v
export SDC_FILE = /design/flow/constraint.sdc
export NUM_CORES = 4
export LEC_CHECK = 1
export CORE_AREA = 10 10 70 70
export DIE_AREA = 0 0 80 80
File: flow/constraint.sdc
current_design comparator

set clk_period 2.2
set clk_io_pct 0.2

create_clock -name clk0 -period $clk_period

set non_clock_inputs [all_inputs -no_clocks]
set_input_delay [expr $clk_period * $clk_io_pct] -clock clk0 $non_clock_inputs
set_output_delay [expr $clk_period * $clk_io_pct] -clock clk0 [all_outputs]
==> results.json <==
{
  "yosys-top-cells-area": "ha_1 (50%), inv_1 (16%), a21oi_1 (5.9%)",
  "dieWidth_um": 80,
  "run_status": "completed",
  "synth-area-yosys_um2": 253,
  "viasPerCell": 3.08,
  "maxCapViolCount": 0,
  "dr_total_vias": 323,
  "grt_pass1_wl_um": 1570,
  "port_buffers": 21,
  "ctsHoldBuffers": 0,
  "fp_util_pct": 7.40,
  "overflow": 0,
  "grt_usage_pct": 2.77,
  "cp-start-kind": "input pin",
  "finalHoldViolCount": 0,
  "leakagePower_nw": 0.267,
  "wire_per_inst_um": 9.10,
  "relSlewSlack_pct": 88.5,
  "cp_max_fo": 3,
  "regArea_um2": 0,
  "synth_area_um2": 253,
  "avgSynthCellArea_um2": 7.22,
  "power_density_mw_per_mm2": 150,
  "grt_max_degree": 4,
  "irDropWorstVdd_uv": 15.1,
  "stdcell_count": 105,
  "die_height_um": 80,
  "syn_inst": 35,
  "drt-pass1-iter-count": 1,
  "largest_area_cell": "ha_1",
  "ioPinCount": 21,
  "drt-total-wl_um": 956,
  "drive_above_1_share_pct": 39.0,
  "route.detailed.drc": 0,
  "drtAntennaViolNets": 0,
  "synth_top_area_share_pct": 49.5,
  "globalplace.congestion": 0.788,
  "hold_ws_ns": 1.44,
  "syn_to_final_growth_pct": 144,
  "fill_cells": 380,
  "n_antenna_cell": 0,
  "critPathCaptureType": "primary output",
  "dp_hpwl_um": 756,
  "antenna_found_initial": 0,
  "fmax_mhz": 474,
  "yosys_warnings": 0,
  "ys_cells": 35,
  "yosys.cell_types.count": 11,
  "coreArea_mm2": 0.00342,
  "p_total_mw": 0.0922,
  "grt_pass1_vias": 366,
  "dp.cells": 103,
  "ff_count": 0,
  "synth_seq_share_pct": 0,
  "common_cells": "inv_1 (11), ha_1 (10), a21oi_1 (3)",
  "synth.most_common_cell": "inv_1",
  "final-max-slew-violation-count": 0,
  "holdPathStages": 4,
  "warning_count": 32,
  "critPathKind": "input pin to primary output",
  "tightestPinTransition_ns": 0.172,
  "first_iter_violations": 0,
  "fin_crit_sh_pct": 95.9,
  "rsz0062_at_grt": "false",
  "rows": 21,
  "arrival_ns": 1.67,
  "dieArea_mm2": 0.00640,
  "post-route-util_pct": 18.0,
  "clockBufferCount": 0,
  "holdCritPathClass": "input pin to primary output",
  "period_needed_ns": 2.11,
  "cp.required_ns": 1.76,
  "setup_viol": 0
}
==> metal layers <==
| metal | up-vias | routed length (µm) | share of wire (%) | GRT usage, % |
|---|---|---|---|---|
| met3 | 0 | 88 | 9.2 | 0.682 |
| met1 | 141 | 444 | 46 | 3.82 |
| met4 | 0 | 0 | 0 | 0 |
| li1 | 169 | - | - | - |
| met2 | 13 | 423 | 44 | 4.49 |
| met5 | - | 0 | 0 | 0 |
==> final cells by class <==
class / count / area (µm²) / share of cell area (%)
inverters: 11 / 41.3 / 6.71
multi-input cells: 24 / 308 / 50.0
well taps: 46 / 57.6 / 9.35
repair buffers: 24 / 209 / 33.9
==> metrics by stage <==
| step | setup TNS [ns] | setup WS, ns | area, µm² |
|---|---|---|---|
| floorplan | 0 | 0.425 | 253 |
| detailed placement | -0.539 | -0.539 | 528 |
| finish | 0 | 0.0899 | 616 |
| global placement | -0.552 | -0.552 | 528 |
| global route | 0 | 0.00345 | 616 |
| CTS | 0 | 0.0282 | 609 |
==> where the power goes <==
group | total (mW) | leakage [nW] | switching [mW] | internal (mW)
combinational | 0.0922 | 0.267 | 0.0366 | 0.0556
sequential | 0 | 0 | 0 | 0
clock | 0 | 0 | 0 | 0
total | 0.0922 | 0.267 | 0.0366 | 0.0556
==> what timing repair did <==
action | 4_1_cts | 5_1_grt
buffers inserted | 2 | 0
setup endpoints to repair | 1 | 1
pin swaps | 12 | 5
resized | 42 | 5
==> worst max-delay path: stages <==
cell	delay, ns
dlygate4sd2_1	0.24
inv_2	0.07
ha_4	0.20
nand4_1	0.13
nor3_1	0.07
o41a_1	0.40
buf_2	0.12
==> cell usage in the layout (no fill, tap or decap), types with 2 or more instances in the layout <==
cell | Yosys | final
nand3_1 | 2 | 2
ha_1 | 10 | 2
a21oi_1 | 3 | 2
buf_4 | 0 | 3
clkdlybuf4s15_1 | 0 | 5
dlygate4sd2_1 | 0 | 15
ha_4 | 0 | 7
nand4_1 | 2 | 2
inv_1 | 11 | 3
inv_2 | 0 | 8
==> kinds of logic after synthesis <==
| kind of cell | after synthesis | synth area share [%] |
|---|---|---|
| AND/OR/NAND/NOR | 7 | 13.9 |
| AND-OR/OR-AND | 7 | 20.3 |
| adder cells (fa/ha/maj) | 10 | 49.5 |
| buffers and inverters | 11 | 16.3 |
==> final timing paths <==
| kind | from | end |
|---|---|---|
| worst max-delay path | B[8] | result |
| worst min-delay path | A[9] | result |
No activity file was given, so power comes from the tool's default toggle rates.
